===== /design/flow/run.sh =====
#!/bin/bash
# OpenROAD 26Q1-2900-gdf79404cd8, Yosys 0.63+post, stock flow scripts
make -C /OpenROAD-flow-scripts/flow DESIGN_CONFIG=/design/flow/config.mk WORK_HOME=/design/flow/orfs finish

===== /design/flow/config.mk =====
export PLATFORM = sky130hd
export DESIGN_NAME = spi_dac
export DESIGN_NICKNAME = spi_dac
export VERILOG_FILES = /design/flow/design.v
export SDC_FILE = /design/flow/constraint.sdc
export NUM_CORES = 4
export LEC_CHECK = 1
export CORE_UTILIZATION = 30

===== /design/flow/constraint.sdc =====
current_design spi_dac

set clk_period 4.2
set clk_io_pct 0.2

create_clock -name clk0 -period $clk_period [get_ports {clk100mhz}]

set non_clock_inputs [all_inputs -no_clocks]
set_input_delay [expr $clk_period * $clk_io_pct] -clock clk0 $non_clock_inputs
set_output_delay [expr $clk_period * $clk_io_pct] -clock clk0 [all_outputs]

===== /design/flow/design.v =====
module spi_dac (
    input clk100mhz,
    output reg cs,
    output reg mosi,
    output reg sclk,
    input st_wrt,
    input [11:0] data_in,
    output reg done
);
typedef enum logic [1:0] {idle_dac = 0, init_dac = 1, dac_data = 2, send_data = 3} state_type;
state_type state;
integer count = 0;
reg [31:0] data = 32'h0;
reg [31:0] setup_dac = 32'h08000001;
reg dac_init = 1'b0;
integer clkdiv = 0;
reg clk1mhz = 1'b0;
always @(posedge clk100mhz) begin
    if (clkdiv == 49) 
    begin
        clkdiv <= 0;
        clk1mhz <= ~clk1mhz;
    end 
    else
    begin
        clkdiv <= clkdiv + 1;
    end
end
always @(posedge clk1mhz or negedge st_wrt) begin
    if (!st_wrt) begin
        state <= idle_dac;
        cs    <= 1'b1;
        mosi  <= 1'b0;
        count <= 0;
        done <= 1'b0;
    end else begin
        case (state)
            idle_dac:
                begin
                    cs    <= 1'b1;
                    mosi  <= 1'b0;
                    count <= 0;
                    done  <= 1'b0;
                    if (!dac_init) 
                    begin
                        cs <= 1'b1;
                        state <= init_dac;
                    end 
                    else 
                    begin
                        cs <= 1'b1;
                        state <= dac_data;
                    end
                end
              init_dac : begin
               if(count < 32 )
                  begin
                  cs    <= 1'b0;
                  count <= count + 1;
                  mosi  <= setup_dac[31-count];
                  state <= init_dac;
                  end
               else
                 begin
                 count <= 0;
                 dac_init <= 1'b1;
                 cs <= 1'b1;
                 state <= dac_data;
                 end
              end
              dac_data: begin
               cs   <= 1'b1;
               mosi <= 1'b0;
               data <= {12'h030, data_in, 8'h00 };
               state <= send_data;
              end
              send_data:
              begin
              if(count < 32)
                  begin
                  cs    <= 1'b0;
                  count <= count + 1;
                  mosi  <= data[31-count];
                  state <= send_data;
                  end
               else
                 begin
                 count    <= 0;
                 done     <= 1'b1;
                 cs       <= 1'b1;
                 state    <= idle_dac;
                 end
              end
            default:state <= idle_dac;
        endcase
    end
end
assign sclk = clk1mhz;  
endmodule
module tb_1;
    reg clk100mhz = 0;
    wire cs;
    wire mosi;
    wire sclk;
    reg st_wrt = 0;
    reg [11:0] data_in = 0;
    wire done;
    spi_dac dut (clk100mhz, cs, mosi, sclk, st_wrt, data_in, done);
    always#5 clk100mhz = ~clk100mhz;
    initial begin
    st_wrt = 1;
    data_in = 12'b101010101010;
    end
endmodule

==> results.ini <==
[setup_path]
r2r-start = clkdiv[0]
worstPathArrival_ns = 2.18
setup.worst_path.start_class = flip-flop
cp_max_fo = 7
cp.required_ns = 4.40
end_kind = flip-flop
startpoint = clkdiv[0]
critPathKind = flip-flop to flip-flop

[detailed_routing]
drt_iter0_markers = 139
viasPerCell = 4.97
finalWirelength_mm = 7.45
dr.pass1.iters = 6
wire_per_inst_um = 12.5
vias = 2954
ant_nets = 0
drc = 0
diodes = 0

[yosys]
common_cells = nor2_1, dfrtp_1, dfxtp_1
synth_area_sq_mm = 0.00404
enable_flop_cells = 15
netlist-cell-type-count = 50
syn_inst = 404
async_flop_share_pct = 45.3
yosys.area.top_type = dfrtp_1
most_common_cell = nor2_1
ys_seq_elements = 86
area_leaders = dfrtp_1, dfxtp_1, edfxtp_1
ys_area_sq_mm = 0.00404
synth_seq_share_pct = 51.2
avgSynthCellArea_sq_um = 10.0
ys_cells = 404
top_cell_area_share_pct = 22.9
yosys_most_used_dff = dfrtp_1
yosys_warnings = 2

[final_timing]
unclocked_regs = 53
max_freq_ghz = 0.506
final-setup-viol-count = 0
untimed_endpoints = 68
final-hold-violation-count = 0
worst_pin_slew_ns = 0.798
tns_ns = 0
skew_ns = 0.00706
maxSlewViolCount = 0
finalClockPeriodUsage_pct = 47.1
worst_slack_ns = 2.22
holdWs_ns = 0.463
slew_headroom_pct = 46.4
grt_setup_unrepaired = false
finalCriticalPeriod_ns = 1.98

[floorplan]
core_sq_mm = 0.0132
die_w_um = 118
ioPinCount = 18
die_height_um = 118
initCoreUtil_pct = 30.6
core.rowCount = 42
chipArea_sq_mm = 0.0139

[run_status]
status = completed

[cts]
cts_root_buffer = clkbuf_16
cts_buffer_depth = 2
cts_made_buffers = 5
clk_pin_slew_ns = 0.05
cts_htree_levels = 2
holdBufCountCts = 0
ctsResizeCount = 0
cts_tree = built
clk_latency_ns = 0.28
post-cts-setup-buffers = 0

[run]
log.warning_count = 26
cap_violations = 0

[grt]
antenna_found_initial = 0
grt_max_degree = 54
grt_pass1_vias = 2705
grt_pass1_wl_mm = 13.2
grt_usage_pct = 11.5
overflow = 0

[power]
ir_worst_vdd_v = 0.000317
power.static_leakage_uw = 0.00167
power_density_mw_per_mm2 = 156

[placement]
dp_hpwl_mm = 5.19
pre_cts_ws_ns = 2.26
port_buffers = 17
place.gp.congestion = 0.799

[worst_hold_path]
hp-class = flip-flop to flip-flop
min_from = clkdiv[31]

[layout]
drive_above_1_share_pct = 6.22
areaGrowthSynthToFinish_pct = 12.3
fin_util_pct = 34.4

## layer usage
metal / GRT usage (%) / part of all wire (%) / up-vias
met2: 17.9 / 46 / 28
met5: 0 / 0 / -
met3: 1.14 / 2.2 / 4
met1: 18.7 / 51 / 1423
li1: - / - / 1499
met4: 0.881 / 0.75 / 0
## cell usage in the layout (no fill, tap or decap), types with 2 or more instances in the layout
cell type and instances:
buf_4 4, o21ai_0 9, nand3_1 19, nor3b_1 2
nor4b_1 4, o31ai_1 3, nand2b_1 3, clkbuf_8 2
conb_1 2, inv_1 15, and4_1 6, nor3_1 13
and3_1 9, a22o_1 4, dfrtp_1 37, dfstp_2 2
o22ai_1 2, or4_4 2, mux2i_1 3, o311a_1 2
xor2_1 14, mux4_2 2, nor2_1 41, edfxtp_1 15
nand2_1 27, a21oi_1 13, a31oi_1 21, a21o_1 3
and2_1 5, clkbuf_16 5, nor2b_1 2, ha_1 4
nor4_1 16, nand4_1 17, dfxtp_1 32, xnor2_1 26
clkdlybuf4s50_1 16, or2_2 2
## worst max-delay path: stages, from the launching register on
cell and delay (ns):
dfxtp_1 0.40, ha_1 0.24, inv_1 0.10, nor4_4 0.46, nand2_1 0.19, nor4_1 0.35, xor2_1 0.16
## worst paths after layout
path / cells after the start / endpoint / slack, ns
setup / recovery: 6 / clkdiv[30] / 2.22
hold / removal: 1 / clkdiv[31] / 0.46
setup reg to reg: 6 / clkdiv[30] / 2.22
hold reg to reg: 1 / clkdiv[31] / 0.46
## cell type report
cell class              count  area [sq um]
clock buffers               7           153
well taps                 176           220
fillers                  1290          8650
multi-input cells         287          1830
repair buffers             21           195
clock inverters             1          5.00
inverters                  16          62.6
flip-flops and latches     86          2070
## sequential cells by signal (all words and copies together), names as in the netlist
signal	count
mosi	1
done	1
count	32
data	13
clk1mhz	1
dac_init	1
clkdiv	32
state	4
cs	1
## power breakdown
group | switching, uW | leakage (uW) | internal [uW] | total (uW)
clock network | 123 | 0.0000799 | 250 | 373
registers | 0 | 0.000930 | 317 | 317
logic | 9.09 | 0.000663 | 10.5 | 19.6
## per-stage QoR
| step | cell area (sq um) | std cells | total power (uW) |
|---|---|---|---|
| 2_1_floorplan | 4050 | 405 | 324 |
| 3_5_place_dp | 4380 | 586 | 344 |
| 3_3_place_gp | 4380 | 586 | 344 |
| 4_1_cts | 4540 | 594 | 719 |
| 5_1_grt | 4540 | 594 | 736 |
| 6_report | 4540 | 594 | 710 |
## logic make-up (layout without fill, tap and decap cells)
family	Yosys count	in the layout	synth area share (%)
AOI/OAI and AO/OA	62	62	9.81
xor gates and xnor gates	40	40	8.67
adders and majority gates	4	4	1.24
buffers and inverters	32	45	3.53
DFF	86	86	51.2
muxes	6	6	2.14
other	1	2	0.0928
and+or+nand+nor	173	173	23.3
Power figures rest on the tool's default switching activity, not on a simulated workload.
